--- design/flow/design.v ---
`timescale 1ns/1ps
module count8fsm (output reg [7:0] cnt,
                  input wire Clk, Res, En, Load,
                  input wire [7:0] cnt_in);
  reg [7:0] current_state, next_state;
  always @ (posedge Clk, negedge Res)
    begin: STATE_MEMORY
      if (!Res)
        current_state <= 8'b00000000;
      else
        current_state <= next_state;
    end
  always @ (*)
    begin: NEXT_STATE_LOGIC
      next_state = current_state;
      if (En)
        if (Load)
          next_state = cnt_in;
        else
          next_state = current_state + 8'b00000001;
    end
  always @ (current_state)
    begin: OUTPUT_LOGIC
      cnt = current_state;
    end
endmodule
`timescale 1ns/1ps
module count8b (output reg [7:0] CNT, 
                input wire clk, res, EN, load,
                input wire [7:0] CNT_In);
  always @ (posedge clk or negedge res)
  	begin: COUNTER	  	
  		if (!res)
  			CNT <= 8'h00;
  		else if (EN)
  			if (load)
  				CNT <= CNT_In;	
  			else
  				CNT <= CNT + 1; 		
  	end
endmodule
module count_tb;
	reg [7:0] CNT_In_TB;
	reg clk_TB, res_TB, EN_TB, load_TB;
    wire [7:0] CNT1_TB, CNT2_TB;
	integer i;
    count8fsm DUT(.cnt(CNT1_TB), .Clk(clk_TB), .Res(res_TB), .En(EN_TB), .Load(load_TB), .cnt_in(CNT_In_TB));
	count8b REF(.CNT(CNT2_TB), .clk(clk_TB), .res(res_TB), .EN(EN_TB), .load(load_TB), .CNT_In(CNT_In_TB));
  	initial
        begin
   			$display("Res EN Load CNT_In   | CNT      - Test");
        end
	initial
		begin     
			clk_TB=1'b0;
          	#2;  
         	$write("%b   %b   %b   %b | %b", res_TB, EN_TB, load_TB, CNT_In_TB, CNT1_TB);
          	if(CNT1_TB == CNT2_TB) $display(" - PASS"); else $display(" FAIL");
          	for (i=0; i<22; i=i+1)
				begin
					#18 clk_TB = ~clk_TB;
                  	#2;  
         			$write("%b   %b   %b   %b | %b", res_TB, EN_TB, load_TB, CNT_In_TB, CNT1_TB);
          			if(CNT1_TB == CNT2_TB) $display(" - PASS"); else $display(" FAIL");
				end
		end
  	initial
		begin        		      
				 res_TB=0; EN_TB=1; load_TB=0; CNT_In_TB = 8'h00;
            #4   res_TB = 1; 
			#95  load_TB=1; CNT_In_TB = 8'h11;
          	#40  load_TB=0; CNT_In_TB = 8'h00;
          	#60  EN_TB = 0;
          	#100 EN_TB = 1; 
		end
endmodule
--- design/flow/config.mk ---
export PLATFORM = sky130hd
export DESIGN_NAME = count8fsm
export DESIGN_NICKNAME = count8fsm
export VERILOG_FILES = /design/flow/design.v
export SDC_FILE = /design/flow/constraint.sdc
export NUM_CORES = 4
export LEC_CHECK = 1
export CORE_AREA = 10 10 75 75
export DIE_AREA = 0 0 85 85
--- design/flow/constraint.sdc ---
current_design count8fsm

set clk_period 2.2
set clk_io_pct 0.2

create_clock -name clk0 -period $clk_period [get_ports {Clk}]

set non_clock_inputs [all_inputs -no_clocks]
set_input_delay [expr $clk_period * $clk_io_pct] -clock clk0 $non_clock_inputs
set_output_delay [expr $clk_period * $clk_io_pct] -clock clk0 [all_outputs]
--- design/flow/run.sh ---
#!/bin/bash
# OpenROAD 26Q1-2900-gdf79404cd8, Yosys 0.63+post, stock flow scripts
make -C /OpenROAD-flow-scripts/flow DESIGN_CONFIG=/design/flow/config.mk WORK_HOME=/design/flow/orfs finish
==> flow_metrics.env <==
# physical design summary
export IMPL_outcome="finished, final reports clean"
export IMPL_clock_skew_final_ns=0.003535
export IMPL_synth_top_cell_by_area="dfrtp_1"
export IMPL_layout_drive_gt1_share_pct=9.459
export IMPL_diodes=0
export IMPL_drtIter0Drc=37
export IMPL_dp_slack_ns=0.5488
export IMPL_drtPass1Iterations=4
export IMPL_yosys_cells=53
export IMPL_path_cells="clkdlybuf4s50_1"
export IMPL_core_area_sq_um=4058
export IMPL_wire_per_inst_microns=12.31
export IMPL_crit_buf_inv=1
export IMPL_yosysWarnings=1
export IMPL_largest_reg_flops=8
export IMPL_post_route_min_period_ns=1.646
export IMPL_topCellsByArea="dfrtp_1 42%, a21oi_1 6.3%, nand3_1 5.3%"
export IMPL_finalCritPeriodShare_pct=74.80
export IMPL_dp_hpwl_mm=1.198
export IMPL_die_y_microns=85
export IMPL_final_fill_count=434
export IMPL_route_detailed_drc=0
export IMPL_max_slew_margin_pct=75.24
export IMPL_r2r_end="current_state[7]"
export IMPL_ys_flops=8
export IMPL_viasPerCell=4.105
export IMPL_antenna_left=0
export IMPL_place_congestion=0.8159
export IMPL_setup_tns_ns=0
export IMPL_synthArstFlopShare_pct=100.0
export IMPL_p_leak_uw=0.0002952
export IMPL_critPathTopFamily="buffers and inverters"
export IMPL_crit_fanout=8
export IMPL_ctsHoldBuffers=0
export IMPL_edf_count=0
export IMPL_tool_warnings=25
export IMPL_antenna_found_initial=0
export IMPL_rr_worst_depth=3
export IMPL_largest_register="current_state"
export IMPL_cp_data_arrival_time_ns=1.21
export IMPL_clk_pin_slew_ns=0.04
export IMPL_crit_path_end_kind="primary output"
export IMPL_die_x_microns=85
export IMPL_synth_distinct_cells=23
export IMPL_cts_repair_resized=0
export IMPL_cp_slowest_cell="clkdlybuf4s50_1"
export IMPL_cts_buffers=3
export IMPL_power_total_uw=550.0
export IMPL_clk_latency_ns=0.22
export IMPL_ys_area_sq_um=473.0
export IMPL_startpoint_type="register"
export IMPL_reg_largest_list="current_state: 8 flops"
export IMPL_timing_worst_setup_path_type="reg2out"
export IMPL_reg2reg_slack_ns=0.89
export IMPL_fin_ws_ns=0.5544
export IMPL_synthFlopType="dfrtp_1"
export IMPL_num_vias=509
export IMPL_grt_overflow_total=0
export IMPL_rsz0062_at_grt="false"
export IMPL_netlist_instances=53
export IMPL_cts_setup_buffers=0
export IMPL_std_cell_rows=23
export IMPL_powerDensity_nw_per_um2=714.8
export IMPL_crit_required_ns=1.76
export IMPL_portBuffers=19
export IMPL_htree_num_levels=1
export IMPL_die_area_sq_um=7225
export IMPL_synthTopCellsByCount="8 x dfrtp_1, 6 x a21oi_1, 5 x nand3_1"
export IMPL_fin_hold_ws_ns=0.4984
export IMPL_wirelength_mm=1.526
export IMPL_vdd_drop_max_mv=0.2557
export IMPL_grt_pass1_vias=521
export IMPL_syn_area_per_cell_sq_um=8.924
export IMPL_track_usage_pct=4.351
export IMPL_cts_tree="done"
export IMPL_grt_start_max_net_pins=19
export IMPL_cts_root_buf="clkbuf_8"
export IMPL_hold_path_class="in2async"
export IMPL_cpPeakStageDelay_ns=0.52
export IMPL_finalSetupViolations=0
export IMPL_max_freq_mhz=607.7
export IMPL_hold_violations=0
export IMPL_num_io_pins=20
export IMPL_cts_sinks=8
export IMPL_drv_cap=0
export IMPL_top_area_share_pct=42.33
export IMPL_worstMarginPinSlew_ns=0.3703
export IMPL_clockBufferDepth=2
export IMPL_floorplan_core_util_pct=11.66
export IMPL_reg2reg_from="current_state[2]"
export IMPL_areaGrowthSynthToFinish_pct=62.70
export IMPL_synth_dominant_cell_count="dfrtp_1"
export IMPL_grt_pass1_wl_mm=2.656
export IMPL_synth_area_sq_um=473.0
export IMPL_slew_viol_final=0
export IMPL_synth_seq_area_share_pct=42.33
[metrics by stage]
step / instances / instance area (sq um) / util [%]
2_1_floorplan: 53 / 473.0 / -
3_3_place_gp: 121 / 728.2 / 17.95
3_5_place_dp: 121 / 728.2 / 17.95
4_1_cts: 124 / 769.5 / 18.96
5_1_grt: 124 / 769.5 / 18.96
6_report: 124 / 769.5 / 18.96
[how the worst max path moves through the flow]
stage         slack [ns]  cells after the start  endpoint        startpoint
CTS                 0.54                      1    cnt[2]  current_state[2]
finish              0.55                      1    cnt[2]  current_state[2]
global route        0.49                      1    cnt[2]  current_state[2]
[cells in the final DEF (no fill, tap or decap), drive strengths merged]
cell type	n
dfrtp	8
nand4b	1
nor2b	2
o211ai	2
a22oi	2
nor2	3
a21oi	6
clkdlybuf4s50	19
o22ai	4
or4	2
ha	1
nand4	2
nand3	5
nand2	2
o21ai	2
inv	2
and3	1
buf	2
nand2b	1
a31oi	2
mux2i	2
clkbuf	3
[kinds of logic after synthesis]
kind of cell	count (synthesis)	synth area share, %
AND-OR/OR-AND	18	22.75
adder cells (fa/ha/maj)	1	2.645
buffers and inverters	5	4.231
flip-flops	8	42.33
multiplexers	2	4.233
AND/OR/NAND/NOR	19	23.81
[area by class of cell]
type | instances | area [sq um] | area share (%)
Multi-Input combinational cell | 40 | 252.7 | 32.85
Inverter | 2 | 7.507 | 0.9756
Timing Repair Buffer | 21 | 205.2 | 26.67
Tap cell | 50 | 62.56 | 8.130
Sequential cell | 8 | 200.2 | 26.02
Clock buffer | 3 | 41.29 | 5.366
[power breakdown]
group | internal [uW] | leakage [uW] | switching [uW] | total, uW
sequential | 175 | 0.0000905 | 42.2 | 218
combinational | 104 | 0.000183 | 58.3 | 162
clock | 118 | 0.0000216 | 52.4 | 170
total | 397 | 0.000295 | 153 | 550
[layer usage]
metal,wire length [microns],part of all wire [%],GRT usage [%],vias to the layer above
met3,230,15,2.890,0
li1,-,-,-,246
met5,0,0,0,-
met1,796,52,6.470,232
met2,500,33,5.109,31
met4,0,0,0.2994,0
Power figures rest on the tool's default switching activity, not on a simulated workload.
