### /design/flow/config.mk
export PLATFORM = sky130hd
export DESIGN_NAME = alua
export DESIGN_NICKNAME = alua
export VERILOG_FILES = /design/flow/design.v
export SDC_FILE = /design/flow/constraint.sdc
export NUM_CORES = 4
export LEC_CHECK = 1
export CORE_AREA = 10 10 113 113
export DIE_AREA = 0 0 123 123
### /design/flow/constraint.sdc
current_design alua

set clk_period 9.1
set clk_io_pct 0.2

create_clock -name clk0 -period $clk_period

set non_clock_inputs [all_inputs -no_clocks]
set_input_delay [expr $clk_period * $clk_io_pct] -clock clk0 $non_clock_inputs
set_output_delay [expr $clk_period * $clk_io_pct] -clock clk0 [all_outputs]
### /design/flow/design.v
module and_gate(output out,
                input in1, in2);
    wire A;
  	nand(A, in1, in2);
    nand(out, A, A);  
endmodule
module and8_gate(output [7:0] out,
                input [7:0] in1, in2);
  and_gate AND0 (.out(out[0]), .in1(in1[0]), .in2(in2[0]));
  and_gate AND1 (.out(out[1]), .in1(in1[1]), .in2(in2[1]));
  and_gate AND2 (.out(out[2]), .in1(in1[2]), .in2(in2[2]));
  and_gate AND3 (.out(out[3]), .in1(in1[3]), .in2(in2[3]));
  and_gate AND4 (.out(out[4]), .in1(in1[4]), .in2(in2[4]));
  and_gate AND5 (.out(out[5]), .in1(in1[5]), .in2(in2[5]));
  and_gate AND6 (.out(out[6]), .in1(in1[6]), .in2(in2[6]));
  and_gate AND7 (.out(out[7]), .in1(in1[7]), .in2(in2[7]));
endmodule
module or_gate(output out,
               input in1, in2);
  wire A, B;
  nand(A, in1, in1);  
  nand(B, in2, in2);  
  nand(out, A, B);
endmodule
module or8_gate(output [7:0] out,
                input [7:0] in1, in2);
  or_gate OR0 (.out(out[0]), .in1(in1[0]), .in2(in2[0]));
  or_gate OR1 (.out(out[1]), .in1(in1[1]), .in2(in2[1]));
  or_gate OR2 (.out(out[2]), .in1(in1[2]), .in2(in2[2]));
  or_gate OR3 (.out(out[3]), .in1(in1[3]), .in2(in2[3]));
  or_gate OR4 (.out(out[4]), .in1(in1[4]), .in2(in2[4]));
  or_gate OR5 (.out(out[5]), .in1(in1[5]), .in2(in2[5]));
  or_gate OR6 (.out(out[6]), .in1(in1[6]), .in2(in2[6]));
  or_gate OR7 (.out(out[7]), .in1(in1[7]), .in2(in2[7]));
endmodule
module xor_gate(output out,
               input in1, in2);
  wire A, B, C;
  nand(A, in1, in2);
  nand(B, in1, A);
  nand(C, in2, A);
  nand(out, B, C);
endmodule
module xor8_gate(output [7:0] out,
                input [7:0] in1, in2);
  xor_gate XOR0 (.out(out[0]), .in1(in1[0]), .in2(in2[0]));
  xor_gate XOR1 (.out(out[1]), .in1(in1[1]), .in2(in2[1]));
  xor_gate XOR2 (.out(out[2]), .in1(in1[2]), .in2(in2[2]));
  xor_gate XOR3 (.out(out[3]), .in1(in1[3]), .in2(in2[3]));
  xor_gate XOR4 (.out(out[4]), .in1(in1[4]), .in2(in2[4]));
  xor_gate XOR5 (.out(out[5]), .in1(in1[5]), .in2(in2[5]));
  xor_gate XOR6 (.out(out[6]), .in1(in1[6]), .in2(in2[6]));
  xor_gate XOR7 (.out(out[7]), .in1(in1[7]), .in2(in2[7]));
endmodule
module not_gate(output out, input in);
  nand(out, in, in);
endmodule
module eightbit_not(output [7:0] out,
                    input [7:0] in);
  not_gate NEG0 (.out(out[0]), .in(in[0]));
  not_gate NEG1 (.out(out[1]), .in(in[1]));
  not_gate NEG2 (.out(out[2]), .in(in[2]));
  not_gate NEG3 (.out(out[3]), .in(in[3]));
  not_gate NEG4 (.out(out[4]), .in(in[4]));
  not_gate NEG5 (.out(out[5]), .in(in[5]));
  not_gate NEG6 (.out(out[6]), .in(in[6]));
  not_gate NEG7 (.out(out[7]), .in(in[7]));
endmodule
module and8_3x1gate(output [7:0] out,
                  input [7:0] in1, input in2, in3);
  wire in2_and_in3;
  and_gate AND0_0 (.out(in2_and_in3), .in1(in2), .in2(in3));
  and_gate AND1 (.out(out[0]), .in1(in1[0]), .in2(in2_and_in3));
  and_gate AND2 (.out(out[1]), .in1(in1[1]), .in2(in2_and_in3));
  and_gate AND3 (.out(out[2]), .in1(in1[2]), .in2(in2_and_in3));
  and_gate AND4 (.out(out[3]), .in1(in1[3]), .in2(in2_and_in3));
  and_gate AND5 (.out(out[4]), .in1(in1[4]), .in2(in2_and_in3));
  and_gate AND6 (.out(out[5]), .in1(in1[5]), .in2(in2_and_in3));
  and_gate AND7 (.out(out[6]), .in1(in1[6]), .in2(in2_and_in3));
  and_gate AND8 (.out(out[7]), .in1(in1[7]), .in2(in2_and_in3));
endmodule
module comparator8to0(output out,
                input [7:0] in);
  wire out0_1, out1_2, out2_3, out3_4, out4_5, out5_6, out6_7;
  wire out_neg;
  or_gate OR0 (.out(out0_1), .in1(in[1]), .in2(in[0]));
  or_gate OR1 (.out(out2_3), .in1(in[2]), .in2(out0_1));
  or_gate OR2 (.out(out3_4), .in1(in[3]), .in2(out2_3));
  or_gate OR3 (.out(out4_5), .in1(in[4]), .in2(out3_4));
  or_gate OR4 (.out(out5_6), .in1(in[5]), .in2(out4_5));
  or_gate OR5 (.out(out6_7), .in1(in[6]), .in2(out5_6));
  or_gate OR6 (.out(out_neg), .in1(in[7]), .in2(out6_7));
  not_gate NEG (.out(out), .in(out_neg));
endmodule
module mux8_4x1(
    output [7:0] out,
    input [7:0] a, b, c, d, input [1:0] sel);
  wire [7:0] and_A, and_B, and_C, and_D;
  wire sel0_neg, sel1_neg;
  wire [7:0] or_1, or_2;
  not_gate NEG0 (.out(sel0_neg), .in(sel[0]));
  not_gate NEG1 (.out(sel1_neg), .in(sel[1]));
  and8_3x1gate AND0 (.out(and_A), .in1(a), .in2(sel1_neg), .in3(sel0_neg));
  and8_3x1gate AND1 (.out(and_B), .in1(b), .in2(sel1_neg), .in3(sel[0]));
  and8_3x1gate AND2 (.out(and_C), .in1(c), .in2(sel[1]), .in3(sel0_neg));
  and8_3x1gate AND3 (.out(and_D), .in1(d), .in2(sel[1]), .in3(sel[0]));
  or8_gate OR0 (.out(or_1), .in1(and_A), .in2(and_B));
  or8_gate OR1 (.out(or_2), .in1(and_C), .in2(and_D));
  or8_gate OR2 (.out(out), .in1(or_1), .in2(or_2));
endmodule
module half_adder(output sum, cout,
                  input A, B);
  xor_gate XOR (.out(sum), .in1(A), .in2(B));
  and_gate AND (.out(cout), .in1(A), .in2(B));
endmodule
module full_adder(output sum, cout,
                  input A, B, cin);
    wire sum_A_B;
    wire cout_A_B, cout_A_B_cin;
  half_adder ADD1 (.sum(sum_A_B), .cout(cout_A_B), .A(A), .B(B));
  half_adder ADD2 (.sum(sum), .cout(cout_A_B_cin), .A(sum_A_B), .B(cin));
  or_gate OR (.out(cout), .in1(cout_A_B), .in2(cout_A_B_cin));
endmodule
module eightbit_adder(output [7:0] sum, output overflow, output cout,
                      input [7:0] A, input [7:0] B, input cin);
  wire cout0_1, cout1_2, cout2_3, cout3_4, cout4_5, cout5_6, cout6_7;
  full_adder SUM0 (.sum(sum[0]), .cout(cout0_1), .A(A[0]), .B(B[0]), .cin(cin));
  full_adder SUM1 (.sum(sum[1]), .cout(cout1_2), .A(A[1]), .B(B[1]), .cin(cout0_1));
  full_adder SUM2 (.sum(sum[2]), .cout(cout2_3), .A(A[2]), .B(B[2]), .cin(cout1_2));
  full_adder SUM3 (.sum(sum[3]), .cout(cout3_4), .A(A[3]), .B(B[3]), .cin(cout2_3));
  full_adder SUM4 (.sum(sum[4]), .cout(cout4_5), .A(A[4]), .B(B[4]), .cin(cout3_4));
  full_adder SUM5 (.sum(sum[5]), .cout(cout5_6), .A(A[5]), .B(B[5]), .cin(cout4_5));
  full_adder SUM6 (.sum(sum[6]), .cout(cout6_7), .A(A[6]), .B(B[6]), .cin(cout5_6));
  full_adder SUM7 (.sum(sum[7]), .cout(cout), .A(A[7]), .B(B[7]), .cin(cout6_7));
  xor_gate XOR (.out(overflow), .in1(cout), .in2(cout6_7));
endmodule
module mux_4x1(output out,
               input wire a, b, c, d, 
               input wire [1:0] sel);
  wire A, B, C, D;
  wire and_A, and_B, and_C, and_D;
  wire sel0_neg, sel1_neg;
  wire or_1, or_2;
  not_gate NEG1 (.out(sel0_neg), .in(sel[0]));
  not_gate NEG2 (.out(sel1_neg), .in(sel[1]));
  and_gate AND1 (.out(A), .in1(sel1_neg), .in2(sel0_neg));
  and_gate AND_1 (.out(and_A), .in1(A), .in2(a));
  and_gate AND2 (.out(B), .in1(sel1_neg), .in2(sel[0]));
  and_gate AND_2 (.out(and_B), .in1(B), .in2(b));
  and_gate AND3 (.out(C), .in1(sel[1]), .in2(sel0_neg));
  and_gate AND_3 (.out(and_C), .in1(C), .in2(c));
  and_gate AND4 (.out(D), .in1(sel[1]), .in2(sel[0]));
  and_gate AND_4 (.out(and_D), .in1(D), .in2(d));
  or_gate OR1 (.out(or_1), .in1(and_A), .in2(and_B));
  or_gate OR2 (.out(or_2), .in1(and_C), .in2(and_D));
  or_gate OR3 (.out(out), .in1(or_1), .in2(or_2));
endmodule
module arithmetic_unit(output [7:0] result, output [3:0] NZVC,
                      input [7:0] A, input [7:0] B, input [1:0] sel);
  wire [7:0] sum, diff, sum_one, diff_one;
  wire [7:0] B_neg;
  wire bout_diff, bout_diff_one;
  wire cout_sum, cout_diff, cout_sum_one, cout_diff_one;
  wire overflow_sum, overflow_diff, overflow_sum_one, overflow_diff_one;
  eightbit_not NEG0 (.out(B_neg), .in(B));
  eightbit_adder SUM (.sum(sum), .overflow(overflow_sum), .cout(cout_sum), .A(A), .B(B), .cin(1'b0));
  eightbit_adder SUM_ONE (.sum(sum_one), .overflow(overflow_sum_one), .cout(cout_sum_one), .A(A), .B(8'b00000001), .cin(1'b0));
  eightbit_adder DIFF (.sum(diff), .overflow(overflow_diff), .cout(cout_diff), .A(A), .B(B_neg), .cin(1'b1));
  not_gate NEG1 (.out(bout_diff), .in(cout_diff));  
  eightbit_adder DIFF_ONE (.sum(diff_one), .overflow(overflow_diff_one), .cout(cout_diff_one), .A(A), .B(8'b11111110), .cin(1'b1));
  not_gate NEG2 (.out(bout_diff_one), .in(cout_diff_one));  
  mux8_4x1 MUX0 (.out(result), .a(sum), .b(sum_one), .c(diff), .d(diff_one), .sel(sel));
  and_gate AND (.out(NZVC[3]), .in1(result[7]), .in2(1'b1));  
  comparator8to0 COMP (.out(NZVC[2]), .in(result));  
  mux_4x1 MUX1 (.out(NZVC[1]), .a(overflow_sum), .b(overflow_sum_one), .c(overflow_diff), .d(overflow_diff_one), .sel(sel));  
  mux_4x1 MUX2 (.out(NZVC[0]), .a(cout_sum), .b(cout_sum_one), .c(bout_diff), .d(bout_diff_one), .sel(sel));  
endmodule
module logic_unit(output [7:0] result, output [3:0] NZVC,
                      input [7:0] A, input [7:0] B, input [1:0] sel);
  wire [7:0] A_and_B, A_or_B, A_xor_B, inv_A;
  and8_gate AND (.out(A_and_B), .in1(A), .in2(B));
  or8_gate OR (.out(A_or_B), .in1(A), .in2(B));
  xor8_gate XOR (.out(A_xor_B), .in1(A), .in2(B));
  eightbit_not NEG (.out(inv_A), .in(A));
  mux8_4x1 MUX (.out(result), .a(A_and_B), .b(A_or_B), .c(A_xor_B), .d(inv_A), .sel(sel));
  and_gate AND_0 (.out(NZVC[3]), .in1(result[7]), .in2(1'b1));  
  comparator8to0 COMP (.out(NZVC[2]), .in(result));  
  not_gate NOT_1 (.out(NZVC[1]), .in(1'b1));  
  not_gate NOT_2 (.out(NZVC[0]), .in(1'b1));  
endmodule
module mux_4x2 (input   [7:0] in0, in1,  
                input   [3:0] in2, in3,  
                input   sel,             
                output  [7:0] out_8,     
                output  [3:0] out_4);    
    wire sel_n;
    not_gate NEG (.out(sel_n), .in(sel));
    wire [7:0] in0_and, in1_and;
    wire in2_and_0, in2_and_1, in2_and_2, in2_and_3;
    wire in3_and_0, in3_and_1, in3_and_2, in3_and_3;
    and8_3x1gate AND0 (.out(in0_and), .in1(in0), .in2(sel_n), .in3(sel_n));
    and8_3x1gate AND1 (.out(in1_and), .in1(in1), .in2(sel), .in3(sel));
    or8_gate OR0 (.out(out_8), .in1(in0_and), .in2(in1_and));
    and_gate AND2 (.out(in2_and_0), .in1(in2[0]), .in2(sel_n));
    and_gate AND3 (.out(in2_and_1), .in1(in2[1]), .in2(sel_n));
    and_gate AND4 (.out(in2_and_2), .in1(in2[2]), .in2(sel_n));
    and_gate AND5 (.out(in2_and_3), .in1(in2[3]), .in2(sel_n));
    and_gate AND6 (.out(in3_and_0), .in1(in3[0]), .in2(sel));
    and_gate AND7 (.out(in3_and_1), .in1(in3[1]), .in2(sel));
    and_gate AND8 (.out(in3_and_2), .in1(in3[2]), .in2(sel));
    and_gate AND9 (.out(in3_and_3), .in1(in3[3]), .in2(sel));
    or_gate OR1 (.out(out_4[0]), .in1(in2_and_0), .in2(in3_and_0));
    or_gate OR2 (.out(out_4[1]), .in1(in2_and_1), .in2(in3_and_1));
    or_gate OR3 (.out(out_4[2]), .in1(in2_and_2), .in2(in3_and_2));
    or_gate OR4 (.out(out_4[3]), .in1(in2_and_3), .in2(in3_and_3));
endmodule
module alua(output [7:0] result, output [3:0] NZVC,
            input [7:0] A, B,
            input [2:0] sel);
  wire [7:0] ar_result, lo_result;
  wire [3:0] ar_NZVC, lo_NZVC;
  wire [1:0] sel_2b;
  and_gate AND_SEL0 (.out(sel_2b[0]), .in1(sel[0]), .in2(1'b1));  
  and_gate AND_SEL1 (.out(sel_2b[1]), .in1(sel[1]), .in2(1'b1));  
  arithmetic_unit AR_UNIT (.result(ar_result), .NZVC(ar_NZVC), .A(A), .B(B), .sel(sel_2b));
  logic_unit LO_UNIT (.result(lo_result), .NZVC(lo_NZVC), .A(A), .B(B), .sel(sel_2b));
  mux_4x2 MUX (.out_8(result), .out_4(NZVC), .in0(ar_result), .in1(lo_result), .in2(ar_NZVC), .in3(lo_NZVC), .sel(sel[2]));
endmodule
### /design/flow/run.sh
#!/bin/bash
# OpenROAD 26Q1-2900-gdf79404cd8, Yosys 0.63+post, stock flow scripts
make -C /OpenROAD-flow-scripts/flow DESIGN_CONFIG=/design/flow/config.mk WORK_HOME=/design/flow/orfs finish
==> changes_impl.md <==
## Flow update

- Row count: 37
- Buffers plus inverters on the worst setup path: 5
- Fraction of final layout cells sized beyond drive strength 1: 0.0960
- Syn Inst Count: about 160
- Critical Path Start: A[0]
- Critical-path top delay cell: sky130_fd_sc_hd__fa_1
- Fill count: about 1100
- Power per Cell Area: about 48 nW/um^2
- Boundary pin count: 31
- Number of cells in the yosys synthesis report: 163
- Total detailed-routing wirelength: approximately 3600 um
- Final-layout setup total negative slack: 0 ns
- Max-Cap Viols: 0
- Synthesized chip area reported by yosys: between 1500 and 2000 um^2
- Iteration-0 DRC Markers: 40
- Fin. Hold Viols: 0
- Post-CTS setup buffer count: 0
- Chip Area: 15100 um^2
- Synth area leader: sky130_fd_sc_hd__ha_1
- Floorplan Utilization: 0.154
- Std-Cell Core Area: 10300 um^2
- Area share of the largest cell type after synthesis: 0.260
- Number of distinct library cell variants in the gate-level netlist after synthesis: 32
- Vias in the first global route: 1215
- Status: complete, no violations
- Commonest cells after routing, fill and taps aside: sky130_fd_sc_hd__inv_1 (36), sky130_fd_sc_hd__ha_1 (33), sky130_fd_sc_hd__clkdlybuf4s50_1 (31)
- Leakage component of the power: 0.000888 uW
- Count of nets left with antenna violations after detail routing: 0
- Slowest Stage Delay on Critical Path: approximately 0.51 ns
- Leading cell type in the layout, fill and taps excluded: sky130_fd_sc_hd__inv_1
- Share of total power in sequential cells: 0
- Number of pins exceeding their max-slew limit in the final report: 0
- Most frequent cell on the critical path: sky130_fd_sc_hd__fa_1
- Global-route wire length before repair: slightly above 6000 um
- Top cells by area: sky130_fd_sc_hd__ha_1 (26%), sky130_fd_sc_hd__fa_1 (18%), sky130_fd_sc_hd__mux4_2 (14%)
- Number of vias after detailed routing: between 1000 and 1500
- Worst path top cell family by delay: adder cells
- Crit path arrival time: approximately 6.9 ns
- Top fanout value on the critical path: 5
- Antenna Cells: 0
- Cell internal power dissipation: 51.0 uW
- Type of origin of the critical path: primary input
- Utilization of the core after routing: 0.187
- Crit path time final: approximately 8.7 ns
- Dpl hpwl: about 3200 um
- Smallest hold slack: 4.93 ns
- Initial antenna violation count: 0
- Worst min-delay path class: in2out
- Normalized max-slew margin: 0.579
- WP depth: 17
- Final Non-Filler Cells: 313
- Port Buffer Count: 31
- Area occupied by registers: 0 um^2
- Critical Path RT: 7.28 ns
- Worst-Margin Slew: 0.630 ns
- Synth warnings: 0
- Post_cts resized: 0
- Pre-antenna DRT Iters: 4
- Area added between synthesis and finish: 21.7%
- Worst VDD drop: roughly 0.016 mV
- Worst setup endpoint: NZVC[2]
- Width of the die: 123 um
- Crit path kind: in2out
- Pin count of the biggest net entering global routing: 30
- GR Util All Layers: 0.0487
- Cell-by-cell listing of the critical path: clkdlybuf4s50_1, inv_2, ha_1, inv_1, fa_1, fa_1, fa_1, fa_1, fa_1, fa_1, fa_1, inv_1, mux4_2, o2111ai_1, a2111oi_2, a41o_1, clkdlybuf4s50_1
- Overall overflow remaining after global route: 0
- Kind of capture point of the worst setup path: output pin
- Logic gate share of total power: 1.000
- GP Congestion: 0.843
- Vertical extent of the die: 123 um
- Switching share of total power: 0.445
- Hold buffer count at cts: 0
- Achievable clock frequency: 115 MHz
- Total placed cells including tap cells: around 310
- Total power after layout: a little over 90 uW
- Routed vias/inst: 3.54
- Residual DRC: 0
- Final-layout clock buffer total: 0
- Register share after synthesis: 0
- Total number of warnings across the stage logs: approximately 44
- Seq_cells: 0
- Routed wire per std cell: ~11 um
- Final Cycle Share: 0.954
- Post-Synthesis Cell Area: ~1600 um^2
- Number of endpoints failing setup at the final stage: 0
- Mean instance size in the synthesized netlist: 9.74 um^2
- Clock network fraction of design power: 0
- Unrepaired setup endpoints after global routing: no
- Switch Pwr: approximately 41 uW
-- worst min path at each step --
| stage | start | endpoint | slack (ns) | depth (start not counted) |
|---|---|---|---|---|
| final | A[0] | result[0] | 4.93 | 4 |
| after global routing | A[0] | result[0] | 4.99 | 4 |
| after CTS | A[0] | result[0] | 4.94 | 4 |
-- per-stage QoR --
step,setup slack (ns),cell area [um^2]
2_1_floorplan,1.46,1590
4_1_cts,0.364,1930
6_report,0.415,1930
5_1_grt,0.213,1930
3_3_place_gp,0.400,1930
3_5_place_dp,0.378,1930
-- final cells by class --
class / count / area [um^2] / area share
Timing Repair Buffer: 33 / 325 / 0.168
Multi-Input combinational cell: 107 / 1300 / 0.672
Tap cell: 136 / 170 / 0.0880
Inverter: 37 / 139 / 0.0718
-- tightest hold or removal path: cells and delay by family --
family / cells / cell delay [ns]
multiplexers: 1 / 0.23
buffers and inverters: 3 / 1.06
-- layer usage --
layer  GRT usage  vias up  wire [um]
li1            -      560          -
met1      0.0628      523       1520
met4           0        0          0
met3      0.0199        0        400
met2      0.0803       26       1660
met5           0        -          0
-- power by group through the flow --
stage         sequential, uW  combinational [uW]  clock, uW
CTS                        0                94.4          0
global route               0                 105          0
finish                     0                91.9          0
-- Yosys cell counts, drive strengths merged, types with 2 or more instances --
library cell / count
clkbuf: 2
inv: 37
nand2: 9
xor2: 2
a21oi: 3
ha: 33
nand3: 2
nor2: 8
o21ai: 5
buf: 17
nor2b: 2
mux4: 13
mux2i: 6
fa: 14
-- logic make-up (layout without fill, tap and decap cells) --
family                   after synthesis  count (layout)  share of synthesized area
AND-OR/OR-AND                         15              15                     0.0662
XOR/XNOR                               2               2                     0.0110
adder cells (fa/ha/maj)               47              47                      0.437
buffers and inverters                 56              70                      0.182
multiplexers                          19              19                      0.232
AND/OR/NAND/NOR                       24              24                     0.0725
No activity file was given, so power comes from the tool's default toggle rates.
